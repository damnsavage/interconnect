==> ./design.v <==
module apb_master (pclk, rstn, psel, penable, pwrite, paddr, pwdata, prdata,
                   done, ip_din, sink_data, sink_addr);
    input                    pclk;
    input                    rstn;
    output                   psel;
    output                   penable;
    output                   pwrite;
    output [8-1:0] paddr;
    output [24-1:0] pwdata;
    input  [24-1:0] prdata;
    output [24-1:0] ip_din;
    input  [24-1:0] sink_data;
    input  [8-1:0] sink_addr;
    input                    done;
   wire                   wr, rd;
   reg  [24-1:0] din_r;   
   reg psel, penable;
   parameter IDLE = 1, SETUP = 3, ACCESS = 2;
   reg  [1:0]   state     ;  
   reg  [1:0]   next_state;  
   always @ (state or done)
   begin : FSM_COMBO
      next_state = IDLE;
      case(state)
          IDLE   : 
              if (!done)
                next_state = SETUP;
              else
                next_state = IDLE;
          SETUP  : 
              next_state = ACCESS;
          ACCESS : 
              if (done)
                 next_state = IDLE;
              else
                 next_state = SETUP;
          default : 
              next_state = IDLE;
      endcase
   end
   always @ (posedge pclk)
   begin : FSM_SEQ
      if (!rstn) begin
        state <=  #1  IDLE;
      end else begin
        state <=  #1  next_state;
      end
   end
   always @ (posedge pclk)
   begin : OUTPUT_LOGIC
      if (!rstn) begin
          psel    <=  #1  1'b0;
          penable <=  #1  1'b0;
      end
      else begin
        case(state)
          IDLE : begin
                   psel    <=  #1  1'b0;
                   penable <=  #1  1'b0;
                 end
         SETUP : begin
                   psel    <=  #1  1'b1;
                   penable <=  #1  1'b0;
                 end
         ACCESS : begin
                   psel    <=  #1  1'b1;
                   penable <=  #1  1'b1;
                 end
         default : begin
                   psel    <=  #1  1'b0;
                   penable <=  #1  1'b0;
                 end
        endcase
      end
   end 
   assign pwrite = 1;
   assign paddr  = sink_addr;
   assign pwdata = sink_data;
endmodule
==> ./run.sh <==
#!/bin/bash
# OpenROAD 26Q1-2900-gdf79404cd8, Yosys 0.63+post, stock flow scripts
make -C /OpenROAD-flow-scripts/flow DESIGN_CONFIG=/design/flow/config.mk WORK_HOME=/design/flow/orfs finish
==> ./config.mk <==
export PLATFORM = sky130hd
export DESIGN_NAME = apb_master
export DESIGN_NICKNAME = apb_master
export VERILOG_FILES = /design/flow/design.v
export SDC_FILE = /design/flow/constraint.sdc
export NUM_CORES = 4
export LEC_CHECK = 1
export CORE_AREA = 10 10 70 70
export DIE_AREA = 0 0 80 80
==> ./constraint.sdc <==
current_design apb_master

set clk_period 1.0
set clk_io_pct 0.2

create_clock -name clk0 -period $clk_period [get_ports {pclk}]

set non_clock_inputs [all_inputs -no_clocks]
set_input_delay [expr $clk_period * $clk_io_pct] -clock clk0 $non_clock_inputs
set_output_delay [expr $clk_period * $clk_io_pct] -clock clk0 [all_outputs]
==> insert_results.sql <==
-- flow metrics import
INSERT INTO impl_metrics (metric_group, metric, value, unit) VALUES
('status', 'outcome', 'finished clean', ''),
('clocking', 'cts_buffers', '3', ''),
('pwr', 'clock_power_share', '48.6', '%'),
('grt', 'grt_start_max_net_pins', '6', ''),
('worst_setup_path', 'worst-path-buf-inv', '1', ''),
('grt', 'first_global_vias', '259', ''),
('synthesis', 'synth_seq_share', '17.20', '%'),
('floorplan', 'dieWidth', '80', 'um'),
('pwr', 'part_of_the_total_power_dissipated_in_combinational_logic', '6.2', '%'),
('synthesis', 'postSynthCellCount', '71', ''),
('worst_setup_path', 'critPathArrivalTime', '750', 'ps'),
('worst_setup_path', 'timing.critical_path.to_type', 'output pin', ''),
('worst_setup_path', 'rr_worst_depth', '2', ''),
('synthesis', 'yosys-stat-area', '581.8', 'um^2'),
('floorplan', 'floorplan.die.height', '80', 'um'),
('timing', 'report.final.hold_viol_count', '0', ''),
('worst_setup_path', 'regToRegSetupSlack', '340', 'ps'),
('timing', 'layout_min_cycle_time', '953.9', 'ps'),
('route', 'final_antenna_net_count', '0', ''),
('min_path', 'timing.hold.worst_path_depth', '0', ''),
('clocking', 'hold_buffers', '0', ''),
('pwr', 'ir_worst_vdd', '0.1841', 'mV'),
('pwr', 'intPower', '0.3768', 'mW'),
('floorplan', 'dieArea', '6400', 'um^2'),
('synthesis', 'synth.largest_area_cell', 'sky130_fd_sc_hd__buf_4', ''),
('grt', 'grt_antenna_before_repair', '0', ''),
('clocking', 'clockRootBuffer', 'sky130_fd_sc_hd__clkbuf_4', ''),
('route', 'finalWirelength', '850', 'um'),
('pwr', 'p_leak', '0.1796', 'nW'),
('route', 'route.detailed.vias_per_inst', '2.330', ''),
('route', 'antenna_diode_count', '0', ''),
('worst_setup_path', 'cp_cell_sequence', 'dlygate4sd2_1', ''),
('place', 'gpl.final_weighted_congestion', '0.6744', ''),
('route', 'drcViolationCount', '0', ''),
('synthesis', 'yosysWarningCount', '25', ''),
('layout', 'syn_to_final_growth', '-37.85', '%'),
('worst_setup_path', 'crit_type', 'reg -> out', ''),
('timing', 'fmax', '1048', 'MHz'),
('timing', 'final-max-slew-violation-count', '0', ''),
('timing', 'grt_setup_unrepaired', 'false', ''),
('clocking', 'cts_tree', 'yes', ''),
('synthesis', 'yosys-top-cells-count', '57 x sky130_fd_sc_hd__buf_4, 5 x sky130_fd_sc_hd__dfxtp_1, 2 x sky130_fd_sc_hd__conb_1', ''),
('pwr', 'post-layout-total-power', '0.4744', 'mW'),
('pwr', 'powerDensity', '1312', 'nW/um^2'),
('pwr', 'switching_share', '20.58', '%'),
('clocking', 'clock_tree.buffer_depth', '2', ''),
('floorplan', 'design.core.area', '3416', 'um^2'),
('synthesis', 'synth.top_cells.by_area', 'sky130_fd_sc_hd__buf_4 74%, sky130_fd_sc_hd__dfxtp_1 17%, sky130_fd_sc_hd__nor3b_2 2.2%', ''),
('synthesis', 'synthDominantCellAreaShare', '73.55', '%'),
('min_path', 'min_to', 'paddr[1]', ''),
('clocking', 'clock_insertion_delay_worst_skew', '240', 'ps'),
('route', 'vias', '212', ''),
('worst_setup_path', 'cp_delay_by_family_top', 'flip-flops', ''),
('grt', 'grt_pass1_wl', '1159', 'um'),
('worst_setup_path', 'critPathLaunchType', 'register', ''),
('place', 'port_buffers', '4', ''),
('clocking', 'cts.reportedPaths.clkPinSlew', '40', 'ps'),
('synthesis', 'synth.ff_latch_count', '5', ''),
('timing', 'final.setup_skew', '1.320', 'ps'),
('clocking', 'cts.htree.levels', '1', ''),
('worst_setup_path', 'critPathSlowestCell', 'sky130_fd_sc_hd__dfxtp_1', ''),
('layout', 'post_route_cells_drive_above_1_share', '11.11', '%'),
('timing', 'setup-tns-final', '0', 'ps'),
('synthesis', 'async_reset_ff_share', '0', '%'),
('timing', 'post_route_clock_period_utilization', '95.39', '%'),
('synthesis', 'netlist_area', '581.8', 'um^2'),
('synthesis', 'netlist.top_cell.by_instances', 'sky130_fd_sc_hd__buf_4', ''),
('worst_setup_path', 'worst_reg2reg_startpoint', 'state[1]', ''),
('route', 'number_of_drc_markers_in_iteration_0', '3', ''),
('synthesis', 'avgSynthCellArea', '8.194', 'um^2'),
('worst_setup_path', 'critical_path.max_fanout', '1', '');
[flip-flops by register name, summed over array words and instances (netlist names)]
register  count
penable       1
state         3
psel          1
[metal layers]
| layer | up-vias | track usage, % | wire length (um) |
|---|---|---|---|
| met5 | - | 0 | 0 |
| met4 | 0 | 1.585 | 23 |
| met3 | 4 | 2.727 | 175 |
| met2 | 36 | 2.889 | 355 |
| met1 | 93 | 1.926 | 295 |
| li1 | 79 | - | - |
[worst register-to-register path: cells and delay by family, from the launching register on]
family           cells  cell delay [ps]
flip-flops           1              330
AND-OR/OR-AND        1              160
AND/OR/NAND/NOR      1               60
[power groups by stage]
stage	combinational [mW]	sequential (mW)	clock, mW
CTS	0.0328	0.214	0.244
finish	0.0294	0.214	0.231
global route	0.0378	0.214	0.275
[area by class of cell]
| type | instances | area, um^2 | share of cell area, % |
|---|---|---|---|
| repair buffers | 4 | 37.54 | 10.38 |
| well taps | 46 | 57.56 | 15.92 |
| flip-flops and latches | 5 | 100.1 | 27.68 |
| multi-input cells | 32 | 140.1 | 38.75 |
| clock buffers | 4 | 26.28 | 7.266 |
[how the worst max path moves through the flow]
stage | from | endpoint | slack, ps | cells after the start
finish | psel | psel | 50 | 1
global route | psel | psel | 1 | 1
CTS | psel | psel | 30 | 1
[what timing repair did]
action	in CTS	in global routing
buffers inserted	0	0
resized	2	0
setup endpoints to repair	2	0
[kinds of logic (layout without fill, tap and decap cells)]
family | Yosys count | in the layout | synth area share [%]
AND-OR/OR-AND | 2 | 2 | 2.150
buffers and inverters | 57 | 8 | 73.55
flip-flops | 5 | 5 | 17.20
other | 2 | 25 | 1.291
AND/OR/NAND/NOR | 5 | 5 | 5.806
[through the flow]
stage          util [%]  setup slack (ps)  cells  hold slack [ps]  area [um^2]
4_1_cts           10.59             30.43     91            400.0        361.6
2_1_floorplan         -             383.6     94            261.9        668.1
5_1_grt           10.59             1.492     91            400.0        361.6
3_3_place_gp      9.890             5.689     87            400.0        337.8
6_report          10.59             46.07     91            400.0        361.6
3_5_place_dp      9.890             2.931     87            400.0        337.8
[cells in the final DEF, fill, tap and decap left out, drive strengths merged]
cell type	netlist	layout
dlygate4sd2	0	2
and2	2	2
o21a	1	1
nand2	1	1
conb	2	25
o21ai	1	1
clkbuf	0	4
nor3b	1	1
dfxtp	5	5
clkdlybuf4s50	0	2
nor2	1	1
Power and IR drop assume default switching activity.
